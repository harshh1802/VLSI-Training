File: flow/design.v
module ram #(
    parameter ADDR_WIDTH = 4,    
    parameter DATA_WIDTH = 8,    
    parameter DEPTH      = 16          
) (
    input  logic                   clk,       
    input  logic                   rst,       
    input  logic                   we,        
    input  logic [ADDR_WIDTH-1:0]  wr_addr,      
    input  logic [DATA_WIDTH-1:0]  wr_din,       
    input  logic                   re,        
    input  logic [ADDR_WIDTH-1:0]  rd_addr,   
    output logic [DATA_WIDTH-1:0]  rd_dout    
);
    bit [DATA_WIDTH-1:0] ram [0:DEPTH-1];
    always_ff @(posedge clk) begin
        if (rst) begin
            for (int i = 0; i < DEPTH; i++) begin
                ram[i] <= '0;
            end
            rd_dout <= '0;   
        end
        else begin
            if (we) begin
                ram[wr_addr] <= wr_din;
            end
            if (re) begin
                rd_dout <= ram[rd_addr];
            end
        end
    end
endmodule
File: flow/config.mk
export PLATFORM = sky130hd
export DESIGN_NAME = ram
export DESIGN_NICKNAME = ram
export VERILOG_FILES = /design/flow/design.v
export SDC_FILE = /design/flow/constraint.sdc
export NUM_CORES = 4
export LEC_CHECK = 1
export CORE_UTILIZATION = 30
export SYNTH_HDL_FRONTEND = slang
File: flow/constraint.sdc
current_design ram

set clk_period 3.8
set clk_io_pct 0.2

create_clock -name clk0 -period $clk_period [get_ports {clk}]

set non_clock_inputs [all_inputs -no_clocks]
set_input_delay [expr $clk_period * $clk_io_pct] -clock clk0 $non_clock_inputs
set_output_delay [expr $clk_period * $clk_io_pct] -clock clk0 [all_outputs]
File: flow/run.sh
#!/bin/bash
# OpenROAD 26Q1-2900-gdf79404cd8, Yosys 0.63+post, stock flow scripts
make -C /OpenROAD-flow-scripts/flow DESIGN_CONFIG=/design/flow/config.mk WORK_HOME=/design/flow/orfs finish
==> flow_summary.ini <==
; physical design summary
[die]
die_area_um2 = 21400
ioPinCount = 28
die_h_um = 146
num_rows = 52
initCoreUtil = 0.307
fp.coreArea_um2 = 20300
die-width_um = 146

[detailed_routing]
wl_mm = 14.3
initialDrtViolationCount = 191
route.detailed.drc = 0
vias = 3687
drtPass1Iterations = 4
antenna_cells = 0
met3_length_mm = 1.27
met1_length_mm = 6.37
route.met2.wl_mm = 6.33
postRouteAntennaNets = 0
viasPerCell = 4.68
highest_layer = met4
wl_per_cell_um = 18.2

[synth]
ff_type = edfxtp_1
avgSynthCellArea_um2 = 13.2
synthArstFlopShare = 0
yosysSeqAreaShare = 0.642
ys_area_um2 = 6240
synthTopCellsByCount = 129 x and2_1, 128 x edfxtp_1, 64 x mux2i_1
syn_inst = 471
ys_types = 23
yosysWarnings = 0
synth.top_cell.area_share = 0.616
synth.most_common_cell = and2_1
ys_cells = 471
edf_count = 128
ys_ff = 136
netlist_area_um2 = 6240
yosysTopAreaCell = edfxtp_1
area_leaders = edfxtp_1 62%, and2_1 13%, mux2i_1 10%, a22oi_1 2.9%, dfxtp_1 2.6%

[status]
status = complete, no violations

[clock_tree]
cts.hold.buffers_added = 0
cts-root-buf = clkbuf_16
clkSlewWorstSetupHoldPaths_ns = 0.06
cts_made_buffers = 17
numClockSinks = 136
clock_latency_ns = 0.42
h-tree-depth = 4
clock_path_buffers = 2
postCtsSetupRepairBufs = 0
cts_tree = done
cts_resized = 0

[power_and_ir_drop]
combPwrFrac = 0.072
power_switching_share = 0.217
p_seq_frac = 0.495
switching_power_uw = 772
p_leak_uw = 0.00271
internal-power_uw = 2780
powerDensity_nw_per_um2 = 481
p_clk_frac = 0.433
irDropWorstVdd_v = 0.000337

[setup_path]
critPathLaunchType = primary input
required_ns = 3.89
worst-setup-path-type = primary input to flop
path_max_fanout = 10
end_kind = flop
worstPathArrival_ns = 2.67

[job]
openroad.warnings = 25
cap_violations = 0

[cells_and_area]
seqCellArea_um2 = 4000
final_area_um2 = 7380
finish.utilization = 0.364
fin_cells = 788
combGateArea_um2 = 2120
drive_gt1_frac = 0.104
area_growth_syn_to_layout_pct = 18.4
nFillCells = 1930

[timing]
finalHoldViolCount = 0
timing.final.crit_share = 0.679
fin_setup_tns_ns = 0
fin_crit_ns = 2.58
drv_slew = 0
fmax_mhz = 388
skew_ns = 0.00851
setup_viol = 0
tightest_slew_ns = 0.766
maxSlewHeadroom = 0.488
rsz0062_at_grt = no

[placement]
port_buffers = 27
placed_cells = 756
place_area_um2 = 6820
place.detailed.hpwl_mm = 9.83
gp_congestion = 0.847

[global_route]
antenna_found_initial = 0
grt_max_degree = 43
grt_pass1_vias = 3808
grt.overflow.total = 0
grt_pass1_wl_mm = 22.4
grt_usage = 0.148

[hold_path]
hp-class = flop to flop
## state kept, by name, indices dropped and copies added (netlist names)
signal	cells
ram	128
rd_dout	8
## cells in the final DEF, fill, tap and decap left out, drive strengths merged, types with 8 or more instances in the layout
cell / instances
and2: 129
edfxtp: 128
mux2i: 64
clkdlybuf4s50: 26
a22oi: 24
nand3: 24
clkbuf: 22
nand2: 18
or2: 16
nor2: 14
buf: 13
a21oi: 8
dfxtp: 8
## power by group through the flow
| stage | sequential, uW | combinational (uW) | clock, uW |
|---|---|---|---|
| finish | 1760 | 255 | 1540 |
| CTS | 1760 | 258 | 1560 |
| global route | 1770 | 280 | 1630 |
## layout make-up
class | instances | share of cell area
Clock buffer | 22 | 0.0642
Clock inverter | 10 | 0.0127
Multi-Input combinational cell | 311 | 0.287
Sequential cell | 136 | 0.542
Tap cell | 270 | 0.0457
Timing Repair Buffer | 39 | 0.0485
## layer usage
metal	up-vias	track usage
met2	136	0.218
met4	0	0.0302
met3	17	0.0678
li1	1763	-
met5	-	0
met1	1771	0.209
## stage by stage
step | total power [uW] | setup WS, ns | hold slack (ns)
finish | 3550 | 1.22 | 0.464
CTS | 3580 | 1.24 | 0.467
detailed placement | 2040 | 0.792 | 0.453
floorplan | 1920 | 1.80 | 0.402
global placement | 2040 | 0.793 | 0.449
global route | 3670 | 1.08 | 0.490
## worst paths after layout
kind	startpoint	endpoint	slack [ns]	depth (start not counted)
max reg2reg	ram[12][7]	rd_dout[7]	2.63	4
min reg2reg	rd_dout[0]	rd_dout[0]	0.46	2
max	rst	ram[9][5]	1.22	5
min	rd_dout[0]	rd_dout[0]	0.46	2
## critical path: stages
cell             delay [ns]
clkdlybuf4s50_1        0.60
nor3b_1                0.34
nand2_1                0.20
nor2_1                 0.40
or2_1                  0.36
## logic make-up (layout without fill, tap and decap cells)
kind of cell / count (synthesis) / after routing / share of synthesized area
muxes: 64 / 64 / 0.103
buffers and inverters: 24 / 71 / 0.0189
DFF: 136 / 136 / 0.642
AOI/OAI and AO/OA: 32 / 32 / 0.0353
and+or+nand+nor: 215 / 215 / 0.201
Power is estimated from default activity; no workload was simulated.
